## ./design.v

```verilog
module alu(
    input [4:0] opcode,
    input [18:0] operand_a,
    input [18:0] operand_b,
    output reg [18:0] result,
    output reg zero_flag,
    output reg div_by_zero
);
    always @(*) begin
        result = 19'd0;
        div_by_zero = 1'b0;
        case(opcode)
            5'b00000: result = operand_a + operand_b;
            5'b00001: result = operand_a - operand_b;
            5'b00010: result = operand_a * operand_b;
            5'b00011: begin
                div_by_zero = (operand_b == 0);
                result = (operand_b == 0) ? 19'h7FFFF : operand_a / operand_b;
            end
            5'b00100: result = operand_a & operand_b;
            5'b00101: result = operand_a | operand_b;
            5'b00110: result = operand_a ^ operand_b;
            5'b00111: result = ~operand_a;
            5'b01000: result = operand_a + 1;
            5'b01001: result = operand_a - 1;
        endcase
        zero_flag = (result == 0);
    end
endmodule
module cpu_core (
    input  wire        clk,
    input  wire        rst_n,
    output reg         bus_valid,
    output reg         bus_write,
    output reg  [18:0] bus_addr,
    output reg  [18:0] bus_wdata,
    input  wire [18:0] bus_rdata
);
    wire [18:0] if_pc;
    wire [18:0] if_instr;
    wire [4:0]  opcode;
    wire [2:0]  rd, rs1, rs2;
    wire [14:0] imm;
    wire [18:0] rs1_data, rs2_data;
    wire [18:0] alu_result;
    wire        zero_flag;
    wire        div_by_zero;
    wire [18:0] wb_data;
    wire        reg_write;
    wire is_load  = (opcode == 5'b01000);
    wire is_store = (opcode == 5'b01001);
    wire mem_access = is_load | is_store;
    if_stage ifs (
        .clk(clk),
        .rst_n(rst_n),
        .stall(mem_access),           
        .branch_taken(1'b0),
        .branch_target(19'd0),
        .ibus_valid(),                
        .ibus_addr(),                 
        .ibus_rdata(bus_rdata),
        .pc(if_pc),
        .instruction(if_instr)
    );
    id_stage id (
        .instruction(if_instr),
        .opcode(opcode),
        .rd(rd),
        .rs1(rs1),
        .rs2(rs2),
        .immediate(imm),
        .prediction()
    );
    regfile rf (
        .clk(clk),
        .rd_addr(rd),
        .rs1_addr(rs1),
        .rs2_addr(rs2),
        .wb_data(wb_data),
        .reg_write(reg_write),
        .rs1_data(rs1_data),
        .rs2_data(rs2_data)
    );
    alu alu_u (
        .opcode(opcode),
        .operand_a(rs1_data),
        .operand_b(rs2_data),
        .result(alu_result),
        .zero_flag(zero_flag),
        .div_by_zero(div_by_zero)
    );
always @(*) begin
    bus_valid = mem_access;
    bus_write = is_store;
    bus_addr  = alu_result;
    bus_wdata = rs2_data;
end
    assign wb_data =
        (is_load)  ? bus_rdata :
                     alu_result;
    assign reg_write = ~is_store & ~is_load;
endmodule
module id_stage(
    input [18:0] instruction,
    output [4:0] opcode,
    output [2:0] rd,
    output [2:0] rs1,
    output [2:0] rs2,
    output [14:0] immediate,
    output reg [1:0] prediction
);
    assign opcode = instruction[18:14];
    assign rd = instruction[13:11];
    assign rs1 = instruction[10:8];
    assign rs2 = instruction[7:5];
    assign immediate = instruction[14:0];
    always @(*) begin
        case(opcode)
            5'b01010, 5'b01011, 5'b01100: prediction = 2'b10;  
            default: prediction = 2'b00;  
        endcase
    end
endmodule
module if_stage (
    input  wire        clk,
    input  wire        rst_n,
    input  wire        stall,
    input  wire        branch_taken,
    input  wire [18:0] branch_target,
    output reg         ibus_valid,
    output reg  [18:0] ibus_addr,
    input  wire [18:0] ibus_rdata,
    output reg  [18:0] pc,
    output reg  [18:0] instruction
);
    always @(posedge clk or negedge rst_n) begin
        if (!rst_n) begin
            pc          <= 19'd0;
            ibus_valid  <= 1'b0;
        end
        else if (!stall) begin
            pc <= branch_taken ? branch_target : pc + 19'd1;
            ibus_valid <= 1'b1;
            ibus_addr  <= pc;
        end
    end
    always @(posedge clk) begin
        if (ibus_valid)
            instruction <= ibus_rdata;
    end
endmodule
module regfile(
    input clk,
    input [2:0] rd_addr,
    input [2:0] rs1_addr,
    input [2:0] rs2_addr,
    input [18:0] wb_data,
    input reg_write,
    output [18:0] rs1_data,
    output [18:0] rs2_data
);
    reg [18:0] registers [0:7];
    always @(posedge clk) begin
        if (reg_write && rd_addr != 0)
            registers[rd_addr] <= wb_data;
    end
    assign rs1_data = registers[rs1_addr];
    assign rs2_data = registers[rs2_addr];
endmodule
```

## ./run.sh

```bash
#!/bin/bash
# OpenROAD 26Q1-2900-gdf79404cd8, Yosys 0.63+post, stock flow scripts
make -C /OpenROAD-flow-scripts/flow DESIGN_CONFIG=/design/flow/config.mk WORK_HOME=/design/flow/orfs finish
```

## ./config.mk

```make
export PLATFORM = sky130hd
export DESIGN_NAME = cpu_core
export DESIGN_NICKNAME = cpu_core
export VERILOG_FILES = /design/flow/design.v
export SDC_FILE = /design/flow/constraint.sdc
export NUM_CORES = 4
export LEC_CHECK = 1
export CORE_UTILIZATION = 40
```

## ./constraint.sdc

```tcl
current_design cpu_core

set clk_period 126.1
set clk_io_pct 0.2

create_clock -name clk0 -period $clk_period [get_ports {clk}]

set non_clock_inputs [all_inputs -no_clocks]
set_input_delay [expr $clk_period * $clk_io_pct] -clock clk0 $non_clock_inputs
set_output_delay [expr $clk_period * $clk_io_pct] -clock clk0 [all_outputs]
```

==> results.cfg <==
; synthesis and place-and-route metrics
[outcome]
outcome = complete, no violations

[clocking]
numCtsBuffers = 17
cts_max_path_buffers = 2
postCtsSetupBuffers = 0
post_cts_resized = 0
cts_hold_buf = 0
cts_tree = done
cts_root_buffer = clkbuf_16
cts.clk_slew.worst_paths_ns = 0.07
insertion_delay_ns = 0.43
numClockSinks = 173
htreeDepth = 4

[floorplan]
fp_util_pct = 40.4
fp.coreArea_mm2 = 0.0657
die_x_um = 260
row_count = 94
die_h_um = 260
ioPinCount = 61
die_area_mm2 = 0.0674

[final_timing]
period_minus_slack_ns = 69.38
finalHoldViolations = 0
setup-tns-final_ns = 0
hold_ws_ns = 0.476
fin_worst_skew_ns = 0.00909
slew_viol_final = 0
fmax_mhz = 14.4
slew-limit-headroom_pct = 18.7
worst_slew_pin_slew_ns = 1.21
rsz0062_at_grt = false
setup_viol = 0
setup_ws_ns = 56.72
period_used_pct = 55.0

[synthesis]
top_area_share_pct = 18.8
flop_cell = edfxtp_1
ys_async_sr_fraction_pct = 0.578
ys_seq_share_pct = 19.3
synth_cell_types = 103
ys.flops = 173
ys_cells = 2973
syn_area_mm2 = 0.0266
ys_warn_count = 5
common_cells = ha_1 (314), nand2_1 (296), inv_1 (272)
ys_chip_area_mm2 = 0.0266
edf_count = 166
synth.largest_area_cell = edfxtp_1
syn_area_per_cell_um2 = 8.93
syn_inst = 2973
yosysMostFrequentCell = ha_1
top_cells_by_area = edfxtp_1 (19%), ha_1 (15%), fa_1 (9.3%)

[pwr]
p_switching_w = 0.000443
pwr-share-seq_pct = 9.4
switching_share_pct = 53.5
leakage_nw = 12.5
share_comb_of_total_power_pct = 84.2
vdd_ir_drop_max_v = 0.0000402
clkPwrFrac_pct = 6.4
internal-power_w = 0.000386
powerDensity_mw_per_mm2 = 28.4

[worst_setup_path]
crit_required_ns = 100.88
arrival_ns = 44.16
critPathKind = reg2out
crit_top_cell = ha_1
slowest_delay_ns = 0.83
worstPathMaxFanout = 48
worstSetupStartpointType = register
cpMaxStageDelayCell = o41ai_1
cp-end-kind = output pin

[layout]
area.growth.synth_to_final_pct = 9.96
drive_above_1_share_pct = 11.8

[routing]
routed-via-count = 23800
routedWlPerCell_um = 25.2
postRouteAntennaNets = 0
wirelength_um = 98900
via_per_inst = 6.06
drt_pass1_iterations = 6
drc_errors = 0
drtIter0Drc = 1944

[job]
openroad.warnings = 50
maxCapViolations = 0

[placed_design]
gp_congestion = 1.04
dpl_worst_slack_ns = 57.95
io_buffers = 60
dp_hpwl_um = 75400

[grt]
gr-usage-all-layers_pct = 31.0
antenna_found_initial = 0
grt_pass1_wl_um = 148000
grt_max_degree = 49
gr-total-overflow = 0
grt_pass1_vias = 23400

[min_path]
hold_path.class = reg2reg
hold_start = ifs.instruction[5]$_DFFE_PP_
## critical path: cells and delay by family (launching register included)
family | cells | cell delay [ns]
adder cells (fa/ha/maj) | 18 | 5.36
buffers and inverters | 13 | 3.53
AND-OR/OR-AND | 87 | 22.02
AND/OR/NAND/NOR | 48 | 10.48
flip-flops | 1 | 0.31
multiplexers | 6 | 1.87
## worst paths after layout
check                                          endpoint  slack [ns]  cells past startpoint
setup / recovery                            bus_addr[0]       56.72                    172
hold / removal                                 register        0.48                      1
setup reg to reg           rf.registers[6][0]$_DFFE_PP_       82.23                    172
hold reg to reg                                register        0.48                      1
max in group asynchronous    ifs.ibus_valid$_DFFE_PN0N_      101.08                      1
min in group asynchronous    ifs.ibus_valid$_DFFE_PN0N_       24.92                      1
## cell usage in the layout (no fill, tap or decap), types with 48 or more instances in the layout
master / instances
nor3_1: 91
nand2_1: 296
o21ai_0: 123
xnor2_1: 106
xor2_1: 52
mux2i_1: 48
inv_1: 272
clkdlybuf4s50_1: 60
ha_1: 314
nand3_1: 65
edfxtp_1: 166
mux2_2: 73
a21oi_1: 151
fa_1: 124
buf_4: 86
mux4_2: 77
nor2_1: 268
a21o_1: 50
## flip-flops by register name, indices dropped and copies added (netlist names), named ones only
name	cells
ifs.ibus_valid	1
rf.registers	152
ifs.instruction	14
## power groups by stage
stage	Combinational, W	Clock (W)	Sequential [W]
final	0.000698	0.0000531	0.0000778
after CTS	0.000690	0.0000541	0.0000778
after global routing	0.000762	0.0000564	0.0000785
## metal layers
metal | share of wire (%) | vias up | GRT usage, %
li1 | - | 11000 | -
met1 | 40 | 11400 | 42.7
met2 | 44 | 1230 | 46.4
met3 | 12 | 197 | 11.9
met4 | 3.7 | 2 | 9.04
met5 | 0.072 | - | 0.783
## through the flow
step / cell area (um2) / std cells / util (%) / power, W
after global placement: 28600 / 3889 / 43.5 / 0.000760
final: 29200 / 3922 / 44.4 / 0.000829
after CTS: 29200 / 3921 / 44.4 / 0.000821
after global routing: 29200 / 3921 / 44.4 / 0.000897
after floorplan: 26600 / 2991 / - / 0.000564
after detailed placement: 28600 / 3889 / 43.5 / 0.000763
## logic make-up (layout without fill, tap and decap cells)
kind of cell | Yosys count | after routing | synth area share [%]
xor+xnor | 158 | 158 | 5.21
flops | 173 | 173 | 19.3
mux | 216 | 216 | 12.4
simple gates | 962 | 962 | 17.0
buf+inv | 391 | 457 | 5.84
fa+ha+maj | 438 | 438 | 24.1
other cells | 1 | 20 | 0.0141
compound gates | 634 | 634 | 16.0
## final cells by class
class / instances / area (um2)
clock inverter: 15 / 196
tap: 864 / 1080
inverter: 279 / 1050
fill: 6160 / 36500
clock buffer: 17 / 425
sequential: 173 / 5140
multi-input combinational: 2427 / 20100
antenna: 1 / 2.50
timing repair buffer: 146 / 1250
No activity file was given, so power comes from the tool's default toggle rates.
