### design.v
module soc_interconnect (
    input  wire        clk,
    input  wire        cpu_valid,
    input  wire        cpu_write,
    input  wire [18:0] cpu_addr,
    input  wire [18:0] cpu_wdata,
    output reg  [18:0] cpu_rdata,
    output reg         ram_valid,
    output reg         ram_write,
    output reg  [18:0] ram_addr,
    output reg  [18:0] ram_wdata,
    input  wire [18:0] ram_rdata,
    output reg         fft_valid,
    output reg         fft_write,
    output reg  [18:0] fft_addr,
    output reg  [18:0] fft_wdata,
    input  wire [18:0] fft_rdata,
    output reg         crypto_valid,
    output reg         crypto_write,
    output reg  [18:0] crypto_addr,
    output reg  [18:0] crypto_wdata,
    input  wire [18:0] crypto_rdata
);
    always @(*) begin
        ram_valid    = 0;
        fft_valid    = 0;
        crypto_valid = 0;
        ram_write    = 0;
        fft_write    = 0;
        crypto_write = 0;
        cpu_rdata    = 19'd0;
        if (cpu_valid) begin
            case (cpu_addr[18:16])
                3'b111: begin  
                    fft_valid = 1;
                    fft_write = cpu_write;
                    fft_addr  = cpu_addr;
                    fft_wdata = cpu_wdata;
                    cpu_rdata = fft_rdata;
                end
                3'b110: begin  
                    crypto_valid = 1;
                    crypto_write = cpu_write;
                    crypto_addr  = cpu_addr;
                    crypto_wdata = cpu_wdata;
                    cpu_rdata    = crypto_rdata;
                end
                default: begin  
                    ram_valid = 1;
                    ram_write = cpu_write;
                    ram_addr  = cpu_addr;
                    ram_wdata = cpu_wdata;
                    cpu_rdata = ram_rdata;
                end
            endcase
        end
    end
endmodule
### run.sh
#!/bin/bash
# OpenROAD 26Q1-2900-gdf79404cd8, Yosys 0.63+post, stock flow scripts
make -C /OpenROAD-flow-scripts/flow DESIGN_CONFIG=/design/flow/config.mk WORK_HOME=/design/flow/orfs finish
### config.mk
export PLATFORM = sky130hd
export DESIGN_NAME = soc_interconnect
export DESIGN_NICKNAME = soc_interconnect
export VERILOG_FILES = /design/flow/design.v
export SDC_FILE = /design/flow/constraint.sdc
export NUM_CORES = 4
export LEC_CHECK = 1
export CORE_AREA = 10 10 136 136
export DIE_AREA = 0 0 146 146
### constraint.sdc
current_design soc_interconnect

set clk_period 3.7
set clk_io_pct 0.2

create_clock -name clk0 -period $clk_period

set non_clock_inputs [all_inputs -no_clocks]
set_input_delay [expr $clk_period * $clk_io_pct] -clock clk0 $non_clock_inputs
set_output_delay [expr $clk_period * $clk_io_pct] -clock clk0 [all_outputs]
==> load_flow_metrics.sql <==
-- implementation run metrics
INSERT INTO impl_metrics (metric_group, metric, value, unit) VALUES
('run_status', 'run_status', 'completed', ''),
('min_path', 'worst_hold_path.endpoint', 'cpu_rdata[13]', ''),
('sta', 'unconstrained_endpoints', '228', ''),
('clock_network', 'cts-hold-fix-buffers', '0', ''),
('logic_synthesis', 'top_area_cell', 'sky130_fd_sc_hd__dlxtn_1', ''),
('finish', 'post_route_cells_drive_above_1_share', '3.50', '%'),
('sta', 'unclocked_pins', '114', ''),
('routing', 'route.detailed.drc', '0', ''),
('logic_synthesis', 'yosysUniqueCellTypes', '21', ''),
('power_and_ir_drop', 'pwr-share-comb', '74.5', '%'),
('power_and_ir_drop', 'p_sw_share', '24.1', '%'),
('logic_synthesis', 'yosys-stat-area', '2330', 'sq um'),
('sta', 'setup_violations', '0', ''),
('logic_synthesis', 'netlist_area', '2330', 'sq um'),
('global_routing', 'grt_antenna_before_repair', '0', ''),
('floorplanning', 'num_rows', '46', ''),
('logic_synthesis', 'ys_top_cells_by_area', 'sky130_fd_sc_hd__dlxtn_1 73%, sky130_fd_sc_hd__mux2i_1 8.2%, sky130_fd_sc_hd__a211oi_1 4.2%', ''),
('power_and_ir_drop', 'power_report.internal_total', '0.000327', 'W'),
('sta', 'final_hold_vios', '0', ''),
('finish', 'utilization', '31.5', '%'),
('sta', 'grt_setup_unrepaired', 'no', ''),
('floorplanning', 'fp_util', '14.8', '%'),
('critical_path', 'worstPathArrival', '2.62', 'ns'),
('critical_path', 'worstSetupStartpointType', 'input port', ''),
('clock_network', 'postCtsSetupRepairBufs', '0', ''),
('critical_path', 'worstPathMaxFanout', '24', ''),
('critical_path', 'cp.required', '2.96', 'ns'),
('logic_synthesis', 'synth_async_sr_flop_share', '0', '%'),
('sta', 'post-route-worst-setup-slack', '0.343', 'ns'),
('critical_path', 'timing_worst_setup_path_type', 'input port to output pin', ''),
('routing', 'detail_route.vias_per_cell', '3.60', ''),
('floorplanning', 'die_height', '146', 'um'),
('power_and_ir_drop', 'power_density_over_the_cells', '87.1', 'nW/um^2'),
('min_path', 'worstHoldPathCells', '4', ''),
('routing', 'average_routed_wire_per_standard_cell', '14.9', 'um'),
('logic_synthesis', 'yosys-top-cells-count', '114 x sky130_fd_sc_hd__dlxtn_1, 19 x sky130_fd_sc_hd__a21oi_1, 19 x sky130_fd_sc_hd__mux2i_1', ''),
('routing', 'detailed_route_via_count', '2325', ''),
('logic_synthesis', 'numSynthFlops', '114', ''),
('power_and_ir_drop', 'peakVddDrop', '0.0000698', 'V'),
('min_path', 'min-delay-start', 'ram_rdata[13]', ''),
('floorplanning', 'design.portCount', '237', ''),
('power_and_ir_drop', 'seqPwrFrac', '25.5', '%'),
('logic_synthesis', 'top_area_share', '73.4', '%'),
('finish', 'areaGrowthSynthToFinish', '112', '%'),
('global_routing', 'grt_remaining_overflow', '0', ''),
('power_and_ir_drop', 'share_clk_of_total_power', '0', '%'),
('global_routing', 'track_usage', '8.50', '%'),
('sta', 'worst_slew_pin_slew', '0.855', 'ns'),
('power_and_ir_drop', 'total_switching_power', '0.000104', 'W'),
('floorplanning', 'width_of_the_chip', '146', 'um'),
('global_routing', 'vias_in_the_first_global_route', '2602', ''),
('routing', 'num_antenna_cells', '0', ''),
('logic_synthesis', 'postSynthAreaPerCell', '11.9', 'sq um'),
('sta', 'slew_headroom', '42.9', '%'),
('place', 'routabilityCongestion', '0.777', ''),
('routing', 'first_iter_violations', '10', ''),
('logic_synthesis', 'flop_cell', 'sky130_fd_sc_hd__dlxtn_1', ''),
('place', 'io_buffers', '236', ''),
('sta', 'fmaxAchievable', '0.298', 'GHz'),
('routing', 'drt.antenna.violating_nets', '0', ''),
('critical_path', 'critPathCaptureType', 'output pin', ''),
('logic_synthesis', 'edf_count', '0', ''),
('place', 'dp_worst_setup_slack', '0.336', 'ns'),
('sta', 'hold_slack', '2.44', 'ns'),
('floorplanning', 'fp.dieArea', '21300', 'sq um'),
('logic_synthesis', 'yosysCellCount', '196', ''),
('logic_synthesis', 'yosysWarningCount', '1', ''),
('sta', 'maxSlewViolCount', '0', ''),
('clock_network', 'resized_after_cts', '0', ''),
('logic_synthesis', 'netlist_instances', '196', '');
-- logic make-up (layout without fill, tap and decap cells) --
logic type	after synthesis	in the layout	synth area share (%)
compound gates	38	38	11.5
buf+inv	14	247	4.30
simple gates	11	11	2.58
mux	19	19	8.16
latches	114	114	73.4
-- how the worst max path moves through the flow --
stage          from            to  slack [ns]  cells past startpoint
6_report  cpu_valid  crypto_write        0.34                      4
5_1_grt   cpu_valid  crypto_write        0.22                      4
4_1_cts   cpu_valid  crypto_write        0.32                      4
-- per-stage QoR --
stage,cell area [sq um],std cells,total power [W]
2_1_floorplan,2330,196,0.000159
3_3_place_gp,4950,645,0.000436
3_5_place_dp,4950,645,0.000440
4_1_cts,4950,645,0.000441
5_1_grt,4950,645,0.000466
6_report,4950,645,0.000431
-- power by group through the flow --
stage | clock network (W) | registers [W] | logic (W)
5_1_grt | 0 | 0.000115 | 0.000350
6_report | 0 | 0.000110 | 0.000321
4_1_cts | 0 | 0.000111 | 0.000330
-- state kept, by name, indices dropped and copies added (netlist names) --
register and flops:
crypto_addr 19, crypto_wdata 19, fft_addr 19, fft_wdata 19, ram_addr 19, ram_wdata 19
-- area by class of cell --
cell class	count	area (sq um)
fill	1575	10800
inverter	2	7.51
multi-input combinational	68	518
sequential	114	1710
tap	216	270
timing repair buffer	245	2440
-- cell usage in the layout, fill, tap and decap left out, drive strengths merged --
master,n
nor3,2
or3,1
dlxtn,114
nor2,1
nand2,2
buf,9
mux2i,19
and2,1
and4,1
a211oi,19
clkdlybuf4s50,236
inv,2
a21oi,19
and3,1
nand3,1
nor4,1
-- worst max-delay path: stages --
cell and delay (ns):
sky130_fd_sc_hd__clkdlybuf4s50_1 0.55, sky130_fd_sc_hd__inv_1 0.39, sky130_fd_sc_hd__nor4_1 0.39, sky130_fd_sc_hd__clkdlybuf4s50_1 0.54
-- metal layers --
| metal | track usage [%] | share of wire (%) |
|---|---|---|
| met1 | 10.7 | 44 |
| met2 | 13.5 | 42 |
| met3 | 4.20 | 13 |
| met5 | 0 | 0 |
| met4 | 0.651 | 0.93 |
Power is estimated from default activity; no workload was simulated.
