==> design.v <==
module stack_ctrl(
    input clk,
    input rst_n,
    input call,
    input ret,
    output reg [18:0] sp,
    output [18:0] stack_data
);
    reg [18:0] stack [0:255];
    parameter INITIAL_SP = 19'h1FFFF;
    always @(posedge clk or negedge rst_n) begin
        if (!rst_n) sp <= INITIAL_SP;
        else begin
            if (call) sp <= sp - 1;
            if (ret) sp <= sp + 1;
        end
    end
    assign stack_data = stack[sp];
endmodule
==> run.sh <==
#!/bin/bash
# OpenROAD 26Q1-2900-gdf79404cd8, Yosys 0.63+post, stock flow scripts
make -C /OpenROAD-flow-scripts/flow DESIGN_CONFIG=/design/flow/config.mk WORK_HOME=/design/flow/orfs finish
==> config.mk <==
export PLATFORM = sky130hd
export DESIGN_NAME = stack_ctrl
export DESIGN_NICKNAME = stack_ctrl
export VERILOG_FILES = /design/flow/design.v
export SDC_FILE = /design/flow/constraint.sdc
export NUM_CORES = 4
export LEC_CHECK = 1
export CORE_UTILIZATION = 30
export SYNTH_MEMORY_MAX_BITS = 65536
==> constraint.sdc <==
current_design stack_ctrl

set clk_period 4.5
set clk_io_pct 0.2

create_clock -name clk0 -period $clk_period [get_ports {clk}]

set non_clock_inputs [all_inputs -no_clocks]
set_input_delay [expr $clk_period * $clk_io_pct] -clock clk0 $non_clock_inputs
set_output_delay [expr $clk_period * $clk_io_pct] -clock clk0 [all_outputs]
==> impl_metrics.json <==
{
  "status": "complete, no violations",
  "ys.flops": 19,
  "hold_depth": 1,
  "slew_headroom_pct": 55.35,
  "antenna_found_initial": 0,
  "clock.fmax_mhz": 288.4,
  "ir_drop_mv": 0.1868,
  "numCtsBuffers": 3,
  "ff2ff_path_depth": 7,
  "ctsResizeCount": 0,
  "fin_ws_ns": 1.033,
  "top_register": "sp",
  "critPathCaptureType": "flip-flop",
  "fp_util_pct": 31.60,
  "avgSynthCellArea_sq_um": 8.552,
  "logic_area_sq_um": 1160,
  "finalHoldViolations": 0,
  "drc": 0,
  "cts_tree": "yes",
  "holdWs_ns": 0.4732,
  "largestRegisters": "sp: 19 flops",
  "cp_data_arrival_time_ns": 3.65,
  "n_antenna_cell": 0,
  "coreArea_sq_um": 5574,
  "ctsHoldBuffers": 0,
  "rsz0062_at_grt": "false",
  "setup_viol": 0,
  "top_area_cell": "dfstp_2",
  "ctsLongestPathBuffers": 2,
  "die_h_um": 78.63,
  "wl_per_cell_um": 11.79,
  "critical_path_depth": 9,
  "yosys_area_sq_um": 1762,
  "yosys-top-cells-count": "a21oi_1 (31), nand2_1 (21), buf_4 (20), nor2_1 (20)",
  "min_path_type": "reg2reg",
  "num_rows": 27,
  "viasPerCell": 4.713,
  "h-tree-depth": 1,
  "crit_path_max_incr_delay_ns": 0.52,
  "area.sequential_sq_um": 496.7,
  "vias": 1414,
  "yosys.stat.seqShare_pct": 28.20,
  "dieArea_sq_um": 6183,
  "drive_gt1_share_pct": 11.84,
  "period_used_pct": 77.04,
  "synth-edff-count": 0,
  "powerDensity_nw_per_um2": 749.8,
  "drtPass1Iterations": 4,
  "worst_path_max_delay_cell": "inv_1",
  "min_period_ns": 3.467,
  "ff_type": "dfstp_2",
  "cts_num_sinks": 19,
  "power_leakage_nw": 0.8603,
  "grt_util_all_layers_pct": 12.47,
  "drv_cap": 0,
  "grt_pass1_vias": 1274,
  "io_pins": 42,
  "warning_count": 25,
  "cts_root_buffer": "clkbuf_8",
  "maxSlewViolCount": 0,
  "worstSetupStartpointType": "input pin",
  "critical-path-top-delay-family": "buffers and inverters",
  "crit_buf_inv": 2,
  "path_max_fanout": 18,
  "ys_cells": 206,
  "setup_tns_ns": 0,
  "finClkSkew_ns": 0.001902,
  "top_cell_area_share_pct": 25.36,
  "largest_register_ffs": 19,
  "area_leaders": "dfstp_2 (25%), ha_1 (12%), a21oi_1 (8.8%)",
  "io_buffers": 22,
  "routed_wl_mm": 3.536,
  "tightest_slew_ns": 0.6691,
  "synth_area_sq_um": 1762,
  "path_cells": "clkdlybuf4s50_1 -> inv_1 -> ha_1 -> a21o_1 -> a221oi_4 -> o31ai_4 -> a31oi_2 -> mux2i_1 -> xnor2_1",
  "crit_required_ns": 4.68,
  "async_flop_share_pct": 100.0,
  "grt_max_degree": 28,
  "detail-route-antenna-nets": 0,
  "grt_pass1_wl_mm": 6.106,
  "areaGrowthSynthToFinish_pct": 15.27,
  "cts_setup_buffers": 0,
  "yosys.cell_types.count": 42,
  "chipWidth_um": 78.63,
  "overflow": 0,
  "syn_inst": 206,
  "filler_cell_count": 598,
  "drt_iter0_markers": 51,
  "gp_congestion": 0.9100,
  "crit_type": "in2reg",
  "yosysWarnings": 1,
  "top_cell": "a21oi_1",
  "insertion_delay_ns": 0.26,
  "place_ws_ns": 0.7687,
  "cts.clk_slew.worst_paths_ns": 0.07,
  "hpwl_mm": 2.716
}
==> power breakdown <==
group	leakage (nW)	internal [W]	switching [W]	total (W)
Sequential	0.202	0.000325	0.0000788	0.000404
Combinational	0.636	0.000509	0.000485	0.000995
Clock	0.0228	0.0000630	0.0000606	0.000124
==> through the flow <==
stage               cells  instance area [sq um]  power [W]  utilization [%]
finish                300                   2031   0.001523            36.43
global route          300                   2031   0.001685            36.43
global placement      296                   1986   0.001399            35.62
floorplan             224                   1829   0.001096                -
detailed placement    296                   1986   0.001399            35.62
CTS                   300                   2031   0.001538            36.43
==> metal layers <==
metal / global-route usage (%) / wire [um] / vias up
li1: - / - / 745
met4: 1.296 / 16 / 0
met5: 0 / 0 / -
met2: 18.00 / 1483 / 32
met3: 1.417 / 127 / 2
met1: 20.75 / 1909 / 635
==> final cells by class <==
| cell class | instances | share of cell area (%) |
|---|---|---|
| clock buffers | 4 | 2.218 |
| multi-input cells | 179 | 57.12 |
| flip-flops and latches | 19 | 24.46 |
| repair buffers | 23 | 11.21 |
| well taps | 72 | 4.436 |
| inverters | 3 | 0.5545 |
==> placed cells by master, fill, tap and decap left out, types with 6 or more instances in the layout <==
master,n
nor2_1,20
conb_1,19
a21o_1,6
xnor2_1,7
dfstp_2,17
a21oi_1,31
ha_1,17
nand2_1,21
clkdlybuf4s50_1,22
xor2_1,9
o21ai_0,8
==> kinds of logic after synthesis <==
kind of cell / share of synthesized area (%)
compound gates: 24.57
simple gates: 14.92
buf+inv: 9.801
flops: 28.20
fa+ha+maj: 13.21
xor+xnor: 7.955
mux: 1.136
other cells: 0.2129
==> worst register-to-register path: cells and delay by family, from the launching register on <==
kind / cells / cell delay, ns
xor+xnor: 1 / 0.13
mux: 1 / 0.23
fa+ha+maj: 1 / 0.30
compound gates: 4 / 0.95
flops: 1 / 0.55
==> path summary, 6_finish.rpt <==
kind,startpoint,to,slack (ns)
hold / removal,sp[18],sp[18],0.47
hold reg to reg,sp[18],sp[18],0.47
max in group asynchronous,rst_n,sp[12],3.27
min in group asynchronous,rst_n,sp[17],0.97
setup reg to reg,sp[4],sp[18],2.25
setup / recovery,ret,sp[18],1.03
Power is estimated from default activity; no workload was simulated.
